$ cat design/flow/config.mk
export PLATFORM = sky130hd
export DESIGN_NAME = exmple_md
export DESIGN_NICKNAME = exmple_md
export VERILOG_FILES = /design/flow/design.v
export SDC_FILE = /design/flow/constraint.sdc
export NUM_CORES = 4
export LEC_CHECK = 1
export CORE_AREA = 10 10 70 70
export DIE_AREA = 0 0 80 80
$ cat design/flow/constraint.sdc
current_design exmple_md

set clk_period 1.0
set clk_io_pct 0.2

create_clock -name clk0 -period $clk_period [get_ports {clock}]

set non_clock_inputs [all_inputs -no_clocks]
set_input_delay [expr $clk_period * $clk_io_pct] -clock clk0 $non_clock_inputs
set_output_delay [expr $clk_period * $clk_io_pct] -clock clk0 [all_outputs]
$ cat design/flow/design.v
package body_package;
parameter  BDSIZE = 10;
endpackage:body_package
`timescale 1ns/1ps
module exmple_md #(
    parameter  DSIZE  = 8,
    parameter real MK = 1.1
)(
    input                    insdata,
    output                   outsdata,
    input [7:0]              inpdata,
    output [15:0]            outpdata,
    output logic[ DSIZE-1:0] ldata,
    input                    clock,
    input                    rst_n
);
assign  outsdata = insdata;
always_comb begin 
     outpdata[8:0] = inpdata;
end
always_ff@(posedge clock,negedge rst_n) begin 
    if(~rst_n)begin
         ldata <= '0;
    end
    else begin
         ldata[ DSIZE-1:0] <= ( outpdata[7:0]+insdata);
    end
end
endmodule
$ cat design/flow/run.sh
#!/bin/bash
# OpenROAD 26Q1-2900-gdf79404cd8, Yosys 0.63+post, stock flow scripts
make -C /OpenROAD-flow-scripts/flow DESIGN_CONFIG=/design/flow/config.mk WORK_HOME=/design/flow/orfs finish
==> results.tsv <==
metric	value	unit
timing_hold_violations_final	0	
h-tree-depth	1	
cpPeakStageDelay	0.35	ns
synth_top_flop_cell	dfrtp_1	
grt_pass1_vias	403	
largest-register	ldata	
avgSynthCellArea	10.9	µm²
grt_pass1_wl	1680	µm
overflow	0	
grt_usage	3.19	%
synth-async-reset-ratio	100	%
nFillCells	375	
cp.arrival	0.77	ns
p_seq_share	47.6	%
power.switching	0.156	mW
area_leaders	dfrtp_1, buf_4, xnor2_1	
yosysTopAreaCell	dfrtp_1	
ys_warn_count	9	
io_pins	36	
top_cells_by_count	buf_4, dfrtp_1, xnor2_1, xor2_1	
row_count	21	
fp.dieW	80	µm
synth_cells	42	
cts.sinks	8	
pre_cts_slack	-0.454	ns
cts_setup_buffers	0	
port_buffers	27	
area_delta_synth_final	65.5	%
internal_power	0.589	mW
drv_slew	0	
drt_iter0_markers	1	
worstSetupEndpointType	output pin	
synth.most_common_cell	buf_4	
fin_setup_tns	0	ns
clock.fmax	1.04	GHz
whs	0.211	ns
netlist_area	457	µm²
post-route-period-util	96.6	%
path_buffers	1	
maxCapViolCount	0	
ff_latch_area	200	µm²
place_area	751	µm²
cp-start-kind	flop	
vias	345	
cp_slowest_cell	dfrtp_1	
drive_above_1_share	39.4	%
worst_slack	0.0344	ns
period_minus_slack	0.966	ns
critPathKind	flop to output pin	
dp.cells	114	
yosysChipArea	457	µm²
comb_power_share	21.4	%
place_hpwl	1030	µm
gp_congestion	0.630	
cts_root_buf	clkbuf_4	
holdBufCountCts	0	
antenna_cells	0	
crit_fanout	1	
core_area	0.00342	mm²
cp_top_family	flip-flops	
wl_per_cell	9.97	µm
rsz0062_at_grt	false	
clockBufferDepth	2	
tool_warnings	25	
status	finished clean	
vias_per_cell	2.95	
fp.dieH	80	µm
setup_viol	0	
drc_errors	0	
cp.required	0.80	ns
fp_util	13.4	%
design_area	756	µm²
synth.top_cell.area_share	43.8	%
swShare	20.9	%
synth_flops	8	
wl	1170	µm
largest_reg_flops	8	
yosysCellCount	42	
p_leak	0.366	nW
tritoncts	built	
fp.dieArea	0.00640	mm²
grt_max_degree	9	
fin_cells	117	
p_clk_share	31.0	%
final_antenna_net_count	0	
clk_pin_slew	0.05	ns
yosysUniqueCellTypes	12	
min_path_type	input pin to asynchronous set/reset pin	
antenna_found_initial	0	
cts_buffers	3	
drt_first_pass_iters	2	
synth_seq_share	43.8	%
worstPathCellList	clkdlybuf4s15_1	
reg.largest.list	ldata x8	
synth-edff-count	0	
ir_worst_vdd	0.219	mV
combGateArea	183	µm²
power.density	986	mW/mm²
-- power groups by stage --
stage	registers [mW]	clock network [mW]	logic [mW]
after CTS	0.355	0.241	0.175
after global routing	0.358	0.252	0.179
final	0.355	0.231	0.159
-- how the worst max path moves through the flow --
stage	from	end	cells after the start
finish	ldata[5]$_DFF_PN0_	ldata[5]	1
CTS	inpdata[0]	outpdata[0]	2
global route	ldata[0]$_DFF_PN0_	ldata[0]	1
-- routing by layer --
| layer | global-route usage, % | wire length (µm) |
|---|---|---|
| met4 | 1.58 | 47 |
| met3 | 0.909 | 87 |
| met2 | 5.14 | 520 |
| met1 | 3.80 | 512 |
| met5 | 0 | 0 |
-- cell families after synthesis --
family	Yosys count	synth area share (%)
other	1	0.821
XOR/XNOR	6	11.5
AND/OR/NAND/NOR	8	10.4
flip-flops	8	43.8
adder cells (fa/ha/maj)	2	5.48
buffers and inverters	17	27.9
-- repair_timing --
item,4_1_cts,5_1_grt
pin swaps,2,0
setup endpoints to repair,24,7
gates cloned,0,0
gates resized,50,7
-- cell usage in the layout (no fill, tap or decap), drive strengths merged, types with 2 or more instances in the layout --
cell and n:
dlygate4sd2 12, ha 2, dfrtp 8, nand2 2
xor2 3, clkbuf 9, conb 8, buf 11
nand3 3, xnor2 3, clkdlybuf4s15 5
-- per-stage QoR --
stage | total power, mW | utilization, %
after CTS | 0.771 | 22.9
after detailed placement | 0.556 | 22.0
after global routing | 0.789 | 22.1
after global placement | 0.557 | 22.0
after floorplan | 0.421 | -
final | 0.745 | 22.1
-- layout make-up --
| type | instances | area share [%] |
|---|---|---|
| well taps | 46 | 7.62 |
| flip-flops and latches | 8 | 26.5 |
| repair buffers | 36 | 38.7 |
| multi-input cells | 24 | 24.2 |
| clock buffers | 3 | 2.98 |
No activity file was given, so power comes from the tool's default toggle rates.
